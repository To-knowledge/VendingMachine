File: ./run.sh
#!/bin/bash
# OpenROAD 26Q1-2900-gdf79404cd8, Yosys 0.63+post, stock flow scripts
make -C /OpenROAD-flow-scripts/flow DESIGN_CONFIG=/design/flow/config.mk WORK_HOME=/design/flow/orfs finish
File: ./design.v
module VendingMachine(
		input clk_i,
		input  rst_i,
		input [3:0] product_type_i,
		input reselected_i,
		input num_twenty_i,
		input num_ten_i,
		input [1:0]num_five_i,
		input [3:0] num_one_i,
		output out_o,
		output ten_num_o,
		output [1:0] five_num_o,
		output [2:0] one_num_o,
		output [1:0] Current_state_o
);
		reg out_r;
		assign out_o = out_r;
		assign Current_state_o = Current_state;
		reg [1:0] Current_state;
		reg [1:0] Next_state;
		wire [4:0] money_buffer;
		wire [4:0] Selected_product_price;
		wire succ_or_fail;
		wire finish_moneying;
		assign finish_moneying = (money_buffer == 0)? 0 : 1;
		reg [3:0] product_type_r;
		reg [4:0] money_buffer_r;
		parameter [1:0] S0 = 2'b00;
		parameter [1:0] S1 = 2'b01;
		parameter [1:0] S2 = 2'b10;
		parameter [1:0] S3 = 2'b11;
		always@(posedge clk_i)
		begin
				if(!rst_i)
				begin
						Current_state = S0;
					end
				else
						Current_state = Next_state;
		end
		always@(posedge clk_i)
		begin
				case(Current_state)
					S0:
						begin
							money_buffer_r = 5'b0;
							product_type_r = product_type_i;
							if(product_type_i == 4'b0)
										Next_state = S0;
							else
										Next_state = S1;
						end
					S1:
						begin
							if(reselected_i == 1'b1)
										Next_state = S0;
							else
								begin 
										if(finish_moneying == 1'b1)
										begin
												Next_state = S2;
												money_buffer_r = money_buffer;
										end
								end
						end
					S2: 
					begin
							if(succ_or_fail == 1'b1)
								Next_state = S3;
							else
								Next_state = S0;
					end
					S3:
					begin
								Next_state = S0;
					end
					default: 
								Next_state = S0;
				endcase
		end
		always@(posedge clk_i)
		begin
				if(!rst_i)
						out_r = 1'b0;
				else begin
										case(Current_state)
												S0,S1,S2:
															out_r = 1'b0;
												S3:
															out_r = 1'b1;
												default:
															;
										endcase
								end
		end
		price_product U1(
							.product_i(product_type_r),
							.price_o(Selected_product_price)
		);
		putting_money V1(
							.num_one_i(num_one_i),
							.num_five_i(num_five_i),
							.num_ten_i(num_ten_i),
							.num_twenty_i(num_twenty_i),
							.money_buffer_o(money_buffer)
		);
		processing W1(
							.price_i(Selected_product_price),
							.money_buffer_i(money_buffer_r),
							.temp_o(succ_or_fail)
		);
		change X1(
							.price_i(Selected_product_price),
							.money_buffer_i(money_buffer_r),
							.type_one_o(one_num_o),
							.type_five_o(five_num_o),
							.type_ten_o(ten_num_o)
		);
endmodule
module change (
	input [4:0] price_i,
	input [4:0] money_buffer_i,
	output [2:0] type_one_o,
	output [1:0] type_five_o,
	output type_ten_o
);
	reg [2:0] type_one_r;
	reg [1:0] type_five_r;
	reg type_ten_r;
	wire [4:0] return_money_i;
	assign return_money_i = (money_buffer_i >= price_i)? (money_buffer_i - price_i) : money_buffer_i;
	assign type_one_o = type_one_r;
	assign type_five_o = type_five_r;
	assign type_ten_o = type_ten_r;
	always@(return_money_i)	begin
		if (return_money_i >= 5'b01111) begin
			type_ten_r <= 1'b1;
			type_five_r <= 2'b01;
			type_one_r <= return_money_i - 5'b01111;
		end
		else if (return_money_i >= 5'b01010) begin
			type_ten_r <= 1'b1;
			type_five_r <= 2'b00;
			type_one_r <= return_money_i - 5'b01010;
		end
		else if (return_money_i >= 5'b00101) begin
			type_ten_r <= 1'b0;
			type_five_r <= 2'b01;
			type_one_r <= return_money_i - 5'b00101;
		end
		else begin
			type_ten_r <= 1'b0;
			type_five_r <= 2'b00;
			type_one_r <= return_money_i;
		end
	end
endmodule
module price_product (
	input [3:0] product_i,
	output	[3:0] price_o	
);
	reg [3:0] price_r;
	assign price_o = price_r;
	always@(product_i) begin
		case (product_i)
			4'b0001:
				price_r = 4'b0010;
			4'b0010:
				price_r = 4'b0101;
			4'b0100:
				price_r = 4'b0111;
			4'b1000:
				price_r = 4'b1010;
			default:
				price_r = 4'b0000;
		endcase
	end
endmodule
module processing(
	input [4:0] money_buffer_i,
	input [3:0] price_i,
	output temp_o
	);
	assign temp_o = money_buffer_i >= price_i ? 1'b1 : 1'b0;
endmodule  
module putting_money(
			input num_twenty_i,
			input num_ten_i,
			input [1:0]num_five_i,
			input [3:0] num_one_i,
			output [4:0] money_buffer_o
);
		assign money_buffer_o = twenty + ten + five + num_one_i;
		reg [3:0] ten;
		reg [3:0] five;
		wire [4:0] twenty;
		assign twenty = (num_twenty_i == 1'b1)? 5'b10100 : 5'b0;
		always@(num_five_i)
		begin
							case(num_five_i)
										2'b01:
														five = 4'b0101;
										2'b10:
														five = 4'b1010;
										default:
														five = 4'b0;
							endcase
			end
			always@(num_ten_i)
			begin
							case(num_ten_i)
										1'b1:
														ten = 4'b1010;
										default:
														ten = 4'b0;
							endcase
			end
endmodule
File: ./config.mk
export PLATFORM = sky130hd
export DESIGN_NAME = VendingMachine
export DESIGN_NICKNAME = VendingMachine
export VERILOG_FILES = /design/flow/design.v
export SDC_FILE = /design/flow/constraint.sdc
export NUM_CORES = 4
export LEC_CHECK = 1
export CORE_AREA = 10 10 99 99
export DIE_AREA = 0 0 109 109
File: ./constraint.sdc
current_design VendingMachine

set clk_period 7.5
set clk_io_pct 0.2

create_clock -name clk0 -period $clk_period [get_ports {clk_i}]

set non_clock_inputs [all_inputs -no_clocks]
set_input_delay [expr $clk_period * $clk_io_pct] -clock clk0 $non_clock_inputs
set_output_delay [expr $clk_period * $clk_io_pct] -clock clk0 [all_outputs]
==> deck_impl_summary.md <==
Run Summary

Setup path
  – Max incr delay on CP: 0.53 ns
  – Worst Path Max Fanout: 10
  – Critical setup path kind: reg -> out
  – R2R Path Start: product_type_r[0]
  – Reg2reg setup slack: roughly 5 ns
  – Crit-path cells: xor2_1 -> o211ai_1 -> ha_1 -> nor2b_4 -> o311a_1 -> o21ai_0 -> a21boi_1 -> inv_1 -> ha_1 -> or3_1 -> a31oi_1 -> o21ai_1 -> nor4b_1 -> o22ai_1 -> clkdlybuf4s50_1
  – WP data arrival: 4.77 ns
  – CP Capture Type: output port
  – Cell mode on critical path: ha_1
  – Buf/Inv on CP: 2
  – Slowest CP cell: a21boi_1
  – Critical path launch point type: register
  – Crit path DRT: roughly 6.0 ns
  – CP delay by family, top: AND-OR/OR-AND gates
  – Critical Path Source: product_type_r[0]

Floorplanning
  – Row Count: 32
  – I/O pin count: 24
  – Die Y: 109 um
  – Die X: between 100 and 150 um
  – Die ar.: 11900 um^2
  – Init Core Util: 0.171
  – Core Area: 7730 um^2

Synthesis
  – Post-synth seq share: 0.296
  – Synthesized registers: 14
  – Leading area contributor after synthesis: edfxtp_1
  – Ys async rst share: 0
  – Synthesized instance count: between 100 and 150
  – Largest cells by area: edfxtp_1 25%, ha_1 11%, fa_1 7.6%
  – Post-synth top flop: edfxtp_1
  – # Cells Yosys: 134
  – Area leader share: 0.250
  – Yosys Chip Area: approximately 1300 um^2
  – Avg Inst Size Synth: roughly 9.9 um^2
  – YS warnings: 6
  – Flip-flops with a built-in enable: 11
  – Synth cell types: between 40 and 50
  – Post-synthesis cell area: 1320 um^2

Final timing
  – Period minus WS final: 6.27 ns
  – FMAX: 159 MHz
  – WHS: 0.449 ns
  – Slew Limit Headroom: 0.629
  – Fin. Hold Viols: 0
  – Setup ws final: 1.23 ns
  – RSZ-0062 raised after global routing: false
  – TNS Setup: 0 ns
  – Layout Skew: 0.00427 ns
  – Worst-margin pin slew: 0.549 ns
  – Max Slew Vio Count: 0
  – Final setup violation count: 0
  – Post-layout period usage: 0.837

Route
  – WL final: 2640 um
  – Final ANT Viol Nets: 0
  – Drt wl/cell: 10.1 um
  – N_diodes: 0
  – Drt first pass iters: 4
  – Number of vias per cell: 3.95
  – Via count: 1028
  – DRC: 0
  – Drt initial violations: 48

Clock tree
  – Hold-fix buffers at CTS: 0
  – Setup bufs post-CTS: 0
  – CTS clock-pin slew for the worst setup and hold paths: 0.05 ns
  – Post-CTS sizing: 0
  – Clock buffer count from CTS: 3
  – H-tree Lvls: 1
  – CTS max path bufs: 2
  – Sink Count: 14
  – CTS tree: done
  – Clk ins delay skew pair: 0.24 ns
  – Root buffer cell: clkbuf_8

Global routing
  – First-pass GRT wire length: 4720 um
  – Remaining Overflow, GRT: 0
  – Initial antenna violation count: 0
  – Largest net degree at the start of global routing: 11
  – Number of global-route vias before repair: 1076
  – Tot GR Track Use: 0.0459

Power
  – Maximum vdd drop: 90.1 uV
  – Leak pwr: 0.000664 uW
  – Power Density: 371 nW/um^2

Placement
  – Post-place setup slack: 1.47 ns
  – DP HPWL: 2270 um
  – PortBufs: 22
  – Final Wtd Congestion: 0.875

Status
  – Status: complete, no violations

Flow run
  – Max_cap viols: 0
  – Tool warnings: 27

Cells and area
  – Layout cells sized above 1: 0.101
  – Commonest Layout Cell: clkdlybuf4s50_1
  – Most numerous logic cells after layout: 22 x clkdlybuf4s50_1, 13 x inv_1, 12 x ha_1
  – Area delta synth->final: 28.3%

Hold path
  – Min-delay src: Next_state[0]
  – Hold/Removal Path Class: reg -> reg
cells by family after synthesis:
kind of cell | after synthesis | share of synthesized area
and+or+nand+nor | 39 | 0.177
AOI/OAI and AO/OA | 35 | 0.203
buffers and inverters | 18 | 0.0597
adders and majority gates | 17 | 0.190
DFF | 14 | 0.296
xor gates and xnor gates | 8 | 0.0531
muxes | 2 | 0.0190
other | 1 | 0.00284
cells in the mapped netlist (3+ instances only):
| cell | instances |
|---|---|
| a21o_1 | 3 |
| a21oi_1 | 6 |
| dfxtp_1 | 3 |
| edfxtp_1 | 11 |
| fa_1 | 5 |
| ha_1 | 12 |
| inv_1 | 13 |
| inv_2 | 3 |
| nand2_1 | 3 |
| nand4_1 | 3 |
| nor2_1 | 10 |
| nor2b_1 | 4 |
| o21ai_0 | 5 |
| o22ai_1 | 3 |
| or3_1 | 4 |
| xnor2_1 | 4 |
| xor2_1 | 4 |
through the flow:
stage                     power, uW   util  cells  instance area [um^2]
after floorplan                 421      -    134                  1320
after CTS                       639  0.219    260                  1690
after global placement          574  0.213    256                  1650
after detailed placement        573  0.213    256                  1650
final                           628  0.219    260                  1690
after global routing            690  0.219    260                  1690
sequential cells by signal, summed over array words and instances (netlist names):
name / cells
money_buffer_r: 5
product_type_r: 4
Current_state: 2
Next_state: 2
out_r: 1
worst reg2reg max path, stage by stage (launching register included):
cell      delay, ns
edfxtp_1       0.42
xor2_1         0.18
o211ai_1       0.27
ha_1           0.31
nor2b_4        0.13
o311a_1        0.42
o21ai_0        0.33
a21oi_1        0.12
final timing paths:
check                                         to  depth (start not counted)
worst max-delay path                one_num_o[2]                         15
worst min-delay path            Current_state[0]                          1
worst min register to register  Current_state[0]                          1
worst max register to register     Next_state[0]                          7
layout make-up:
cell class	count	area [um^2]
fillers	828	6030
multi-input cells	102	851
flip-flops and latches	14	390
repair buffers	22	220
well taps	102	128
inverters	16	60.1
clock buffers	4	45.0
routing by layer:
layer | GRT usage | vias to the layer above | routed length (um)
li1 | - | 531 | -
met4 | 0.00659 | 0 | 32
met2 | 0.0831 | 12 | 1390
met5 | 0 | - | 0
met1 | 0.0569 | 483 | 1140
met3 | 0.00777 | 2 | 75
power by group:
| group | switching [uW] | total (uW) | internal, uW |
|---|---|---|---|
| combinational | 221 | 455 | 234 |
| sequential | 10.7 | 111 | 100 |
| clock | 24.1 | 61.6 | 37.5 |
Power figures rest on the tool's default switching activity, not on a simulated workload.
